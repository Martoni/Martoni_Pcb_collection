===== /design/flow/run.sh =====
#!/bin/bash
# OpenROAD 26Q1-2900-gdf79404cd8, Yosys 0.63+post, stock flow scripts
make -C /OpenROAD-flow-scripts/flow DESIGN_CONFIG=/design/flow/config.mk WORK_HOME=/design/flow/orfs finish

===== /design/flow/config.mk =====
export PLATFORM = sky130hd
export DESIGN_NAME = ledsbasic
export DESIGN_NICKNAME = ledsbasic
export VERILOG_FILES = /design/flow/design.v
export SDC_FILE = /design/flow/constraint.sdc
export NUM_CORES = 4
export LEC_CHECK = 1
export CORE_AREA = 10 10 93 93
export DIE_AREA = 0 0 103 103

===== /design/flow/constraint.sdc =====
current_design ledsbasic

set clk_period 3.3
set clk_io_pct 0.2

create_clock -name clk0 -period $clk_period [get_ports {clk}]

set non_clock_inputs [all_inputs -no_clocks]
set_input_delay [expr $clk_period * $clk_io_pct] -clock clk0 $non_clock_inputs
set_output_delay [expr $clk_period * $clk_io_pct] -clock clk0 [all_outputs]

===== /design/flow/design.v =====
localparam PIXEL_COLUMNS = 32;  
localparam PIXEL_LINES   = 16;  
localparam OE_INTENSITY  = 127;  
module ledsbasic (
    input  clk,
    output led1,
    output [2:0] RGB0,
    output [2:0] RGB1,
    output GLM_A,
    output GLM_B,
    output GLM_C,
    output GLM_D,
    output GLM_OE,
    output GLM_LAT,
    output GLM_CLK,
    output GLM_LED1,
    output GLM_LED2,
    output GLM_LED3
);
    assign led1=1'b1;
    assign GLM_LED1=1'b1; 
    assign GLM_LED2=1'b0;
    assign GLM_LED3=1'b0;
    wire clk_out;
    assign GLM_CLK = clk_out;
    reg rst = 1'b1;
    reg LATCH = 1'b0;
    reg LATCH_OLD = 1'b0;
    reg latch_pulse = 1'b0;
    assign GLM_LAT = LATCH;
    reg [3:0] ADDR = 0;
    assign GLM_A = ADDR[3];
    assign GLM_B = ADDR[2];
    assign GLM_C = ADDR[1];
    assign GLM_D = ADDR[0];
    reg[6:0] counter = 0;
    wire clk_master_rise;
    wire clk_master;
    clock_divisor clkdiv(.clk(clk),
                         .clk_out(clk_master),
                         .clk_master_rise(clk_master_rise));
    wire OE;
    assign GLM_OE = OE;
    oe_controller oe_ctrl(.clk(clk_master_rise),.rst(rst),.cnt(counter),.OE(OE));
    always @(posedge clk) begin
        LATCH_OLD <= LATCH;
        latch_pulse <= 1'b0;
        if(LATCH_OLD==0 && LATCH==1'b1) begin
            latch_pulse <= 1'b1;
            ADDR <= ADDR + 1'b1;
        end
    end
    assign clk_out = (counter<PIXEL_COLUMNS) ? clk_master : 1;
    assign RGB0 = 3'b100;
    assign RGB1 = 3'b010;
    always @(posedge clk) begin
        if(clk_master_rise === 1'b1) begin
            counter <= counter + 7'd1;
            if ((counter==PIXEL_COLUMNS)) begin
                LATCH <= 1;
            end else if ((counter==PIXEL_COLUMNS+1)) begin
                LATCH        <= 0;
                counter      <= 7'd0;
            end
        end
    end
endmodule
module clock_divisor (
    input       clk,
    output  clk_out,
    output clk_master_rise,
    output clk_master_fall
);
    reg[7:0] counter=0;
    assign clk_out = counter[7];
    assign clk_master_rise = (counter===(1<<7));
    assign clk_master_fall = (counter === 0);
    always @(posedge clk) counter = counter + 1;
endmodule
module oe_controller(
    input      clk,
    input      rst,
    input[6:0] cnt,
    output reg  OE
);
    always @(posedge clk) begin
        if (!rst) begin
            OE      = 1;
        end else begin
            if (cnt<OE_INTENSITY) OE = 0; else OE = 1;
        end
    end
endmodule

==> results.json <==
{
  "grt_antenna_before_repair": 0,
  "grt_max_degree": 14,
  "grt_pass1_wl_mm": 2.490,
  "ys_types": 23,
  "syn_area_um2": 1059,
  "worst_clock_skew_ns": 0.005278,
  "clk_path_buf_depth": 2,
  "holdWs_ns": 0.3980,
  "row_count": 30,
  "antenna_left": 0,
  "most-common-layout-cells": "edfxtp_1 (12), dfxtp_1 (10), xnor2_1 (10), conb_1 (10), nand3_1 (9)",
  "drc": 0,
  "die_w_um": 103,
  "run_status": "finished clean",
  "chip_area_um2": 10610,
  "first_pass_iters": 2,
  "slew_viol_final": 0,
  "finalWorstSetupSlack_ns": 1.107,
  "clock-root-buffer": "clkbuf_8",
  "drt_iter0_markers": 11,
  "viasPerCell": 3.294,
  "initCoreUtil_pct": 15.67,
  "pin_count": 18,
  "synth.cellmix.adderShare_pct": 7.092,
  "antenna-diode-count": 0,
  "hold_viol": 0,
  "cap_violations": 0,
  "ir_drop_v": 0.00009199,
  "cts.htree.levels": 1,
  "post_drt_wl_per_cell_um": 8.294,
  "place_area_um2": 1184,
  "fmaxAchievable_mhz": 456.0,
  "port_buffers": 7,
  "drive_gt1_share_pct": 7.000,
  "topCellsByArea": "edfxtp_1 (34%), dfxtp_1 (19%), xnor2_1 (8.3%), buf_4 (7.1%), ha_1 (7.1%)",
  "grt-ovfl-total": 0,
  "power_density_nw_per_um2": 360.2,
  "synthDominantCellAreaShare_pct": 34.04,
  "simple_gate_area_share_pct": 19.03,
  "place_congestion": 0.7796,
  "synthCells": 91,
  "vias": 593,
  "p_leak_nw": 0.4671,
  "period_minus_slack_ns": 2.193,
  "yosys_warnings": 3,
  "yosys-stat-cells": 91,
  "power_mw": 0.4435,
  "fin_area_um2": 1231,
  "warning_count": 28,
  "crit_path_end_kind": "primary output",
  "routed_wl_mm": 1.493,
  "worstPathMaxFanout": 8,
  "clkTransAtPathRegs_ns": 0.08,
  "crit_type": "reg -> out",
  "coreArea_um2": 6756,
  "clk_latency_ns": 0.26,
  "cts_resized": 0,
  "top_area_cell": "edfxtp_1",
  "post_cts_buffers": 0,
  "finalSetupTns_ns": 0,
  "rsz0062_at_grt": "no",
  "dp_hpwl_mm": 1.163,
  "unclocked_regs": 1,
  "worst_hold_path_type": "reg -> reg",
  "setup_viol": 0,
  "ys_seq_share_pct": 52.96,
  "synthMuxAreaShare_pct": 0,
  "ys_area_um2": 1059,
  "cp-start-kind": "register",
  "layout_top_cell": "edfxtp_1",
  "cts_tree": "done",
  "syn_avg_cell_area_um2": 11.63,
  "arrival_ns": 1.53,
  "xor_share_pct": 9.929,
  "place_ws_ns": 1.371,
  "hold_buffers": 0,
  "area_growth_pct": 16.31,
  "cts_inserted_buffers": 3,
  "grt_usage_pct": 2.730,
  "unconstrained_endpoints": 2,
  "compound_area_share_pct": 1.064,
  "synth_flops": 22,
  "grt_pass1_vias": 576,
  "critical_path_required_ns": 2.64,
  "fill_cells": 735,
  "fin_crit_sh_pct": 66.46,
  "top_logic_kind": "simple AND/OR/NAND/NOR gates",
  "fp.dieH_um": 103
}
## through the flow
stage | instances | utilization (%)
detailed placement | 176 | 17.52
global route | 180 | 18.22
floorplan | 99 | -
finish | 180 | 18.22
CTS | 180 | 18.22
global placement | 176 | 17.52
## cells by family after synthesis
| logic type | after synthesis |
|---|---|
| and+or+nand+nor | 31 |
| buffers and inverters | 16 |
| other | 2 |
| DFF | 22 |
| AOI/OAI and AO/OA | 2 |
| xor gates and xnor gates | 12 |
| adders and majority gates | 6 |
## registers in the layout, indices dropped and copies added, names as in the netlist
name,count
ADDR,4
clkdiv.counter,8
LATCH,1
LATCH_OLD,1
counter,7
oe_ctrl.OE,1
## Yosys cell counts
master	instances
nand2b_1	1
xor2_1	2
nor4b_4	1
and3_1	5
dfxtp_1	10
o22ai_1	1
nor2_1	5
nand3_1	9
nand4bb_1	1
nor3_1	2
and3_2	1
and4_1	1
inv_1	6
a21oi_1	1
conb_1	2
edfxtp_1	12
buf_4	10
or3_1	1
nor4b_1	1
ha_1	6
xnor2_1	10
or3_4	1
nor2b_1	2
## per-layer routing
metal  up-vias  track usage [%]  share of wire [%]
met5         -                0                  0
met4         0           0.9626                2.4
met3         2           0.4739                5.6
met2        17            4.242                 41
met1       266            3.747                 51
li1        308                -                  -
## final timing paths
| check | cells after the start | endpoint | slack, ns | start |
|---|---|---|---|---|
| setup / recovery | 2 | GLM_CLK | 1.11 | counter[5] |
| hold / removal | 0 | LATCH_OLD | 0.40 | LATCH |
| setup reg to reg | 3 | LATCH | 1.64 | clkdiv.counter[3] |
| hold reg to reg | 0 | LATCH_OLD | 0.40 | LATCH |
## critical path, cell delays in order, from the launching register on
cell             delay [ns]
edfxtp_1               0.49
or3_1                  0.38
clkdlybuf4s50_1        0.42
## area by class of cell
type,instances,area [um2],area share [%]
Multi-Input combinational cell,61,430.4,34.96
Clock buffer,3,41.29,3.354
Timing Repair Buffer,7,70.07,5.691
Clock inverter,1,6.256,0.5081
Sequential cell,22,560.5,45.53
Inverter,6,22.52,1.829
Tap cell,80,100.1,8.130
## report_power, final
part	total (mW)	switching [mW]	internal, mW
Sequential	0.273	0	0.273
Combinational	0.000574	0.000574	0
Clock	0.170	0.0840	0.0857
Total	0.444	0.0846	0.359
