## ./design.v

```verilog
module hub75_driver (
    input wire clk,            
    input wire rst,            
    output reg [2:0] addr,     
    output reg oe,             
    output reg latch,          
    output reg clk_out,        
    output reg r0, g0, b0,     
    output reg r1, g1, b1,      
    output GLM_LED1,
    output GLM_LED2,
    output GLM_LED3,
    output GLM_LED4
);
    assign GLM_LED1=1'b1;
    assign GLM_LED2=1'b0;
    assign GLM_LED3=1'b1;
    assign GLM_LED4=1'b0;
    reg [4:0] row_counter = 0;  
    reg [4:0] col_counter = 0;  
    reg [15:0] pixel_data;      
    always @(posedge clk or posedge rst) begin
        if (rst) begin
            row_counter <= 0;
            col_counter <= 0;
            addr <= 3'b000;
            oe <= 1;
            latch <= 0;
            clk_out <= 0;
        end else begin
            if (col_counter < 31) begin
                col_counter <= col_counter + 1;
                clk_out <= ~clk_out;  
            end else begin
                col_counter <= 0;
                oe <= 1;          
                latch <= 1;       
                if (row_counter < 31) begin
                    row_counter <= row_counter + 1;
                end else begin
                    row_counter <= 0;
                end
                addr <= row_counter[2:0];  
                oe <= 0;           
                latch <= 0;
            end
        end
    end
    always @(*) begin
        pixel_data = (row_counter[0]) ? 16'hF800 : 16'h07E0;  
        r0 = pixel_data[15];
        g0 = pixel_data[10];
        b0 = pixel_data[5];
        r1 = pixel_data[14];
        g1 = pixel_data[9];
        b1 = pixel_data[4];
    end
endmodule
```

## ./run.sh

```bash
#!/bin/bash
# OpenROAD 26Q1-2900-gdf79404cd8, Yosys 0.63+post, stock flow scripts
make -C /OpenROAD-flow-scripts/flow DESIGN_CONFIG=/design/flow/config.mk WORK_HOME=/design/flow/orfs finish
```

## ./config.mk

```make
export PLATFORM = sky130hd
export DESIGN_NAME = hub75_driver
export DESIGN_NICKNAME = hub75_driver
export VERILOG_FILES = /design/flow/design.v
export SDC_FILE = /design/flow/constraint.sdc
export NUM_CORES = 4
export LEC_CHECK = 1
export CORE_AREA = 10 10 71 71
export DIE_AREA = 0 0 81 81
```

## ./constraint.sdc

```tcl
current_design hub75_driver

set clk_period 2.5
set clk_io_pct 0.2

create_clock -name clk0 -period $clk_period [get_ports {clk}]

set non_clock_inputs [all_inputs -no_clocks]
set_input_delay [expr $clk_period * $clk_io_pct] -clock clk0 $non_clock_inputs
set_output_delay [expr $clk_period * $clk_io_pct] -clock clk0 [all_outputs]
```

==> out/results.txt <==
cell taking the most area after synthesis: dfrtp_1
largest cells by area after synthesis: dfrtp_1 (48%), buf_4 (9.3%), xnor2_1 (6.0%)
WL per Instance: 9.57 um
CP peak stage delay: 490 ps
H-tree depth: 1
yosys stat chip area: 727 sq um
CTS sink count: 15
Rows: 22
Worst-Margin Slew: 548 ps
Pint: 354 uW
Fin Hold WS: 473 ps
vias per cell: 3.63
crit path buf inv count: 2
Net Switching: 84.5 uW
Initial Util: 0.200
GRT Total Usage: 0.0375
drt first pass iters: 2
die height: 81 um
Netlist cell types: 23
post-detailed-route count of antenna-violating nets: 0
DP Wirelength: 872 um
clock buffers created by TritonCTS: 3
highest clock rate: 549 MHz
RSZ-0062 raised after global routing: false
Worst path slowest cell: clkdlybuf4s50_1
max-slew violations: 0
clk buf depth: 2
crit-path cells: inv_1 -> clkdlybuf4s50_1
vias in the first global route: 436
final setup violation count: 0
CP Max Fanout: 7
total wire length: 1150 um
core area: 3630 sq um
VDD IR max: 163 uV
clock-pin slew on the worst setup and hold paths: 60 ps
Layout area overhead: 20.5%
minimum clock period after layout: 1820 ps
post-route cell area: 876 sq um
Clk network pwr share: 0.432
synthesized instance count: 63
sw frac: 0.192
first-pass GRT wire length: 2030 um
CTS tree: done
Worst Path Arrival: 1320 ps
Crit. End Element: primary output
layout cells sized above 1: 0.139
post-CTS sizing: 0
Tool Warnings: 25
Reg power frac: 0.553
overall power: 439 uW
final worst slack: 678 ps
Post-synth seq share: 0.518
chip area: 6560 sq um
GRT overflow: 0
ant diodes: 0
startpoint types: flop
gpl congestion: 0.813
Worst EP required: 2000 ps
dpl cell area: 830 sq um
largest net degree at the start of global routing: 16
I/O pins: 18
status: finished, final reports clean
Post-CTS Setup Repair Bufs: 0
initial antenna violation count: 0
period utilization: 0.729
Skew-Pair Late Insertion Delay: 240 ps
yosys cell count: 63
via count: 436
HP Class: flop to flop
Top delay family on crit path: buffers and inverters
DRC: 0
leakage: 0.000384 uW
Max-Cap Viols: 0
# hold bufs at CTS: 0
Avg Cell Area, Syn: 11.5 sq um
post-route clock skew: 4.56 ps
combinational power share: 0.015
Max transition margin: 0.634
setup_tns: 0 ps
critical path class: flop to primary output
CTS root buf: clkbuf_8
ys flops: 15
pre-CTS WS: 928 ps
Die Span X: 81 um
initial DRC count: 65
P per Cell Area: 501 nW/um^2
Synth Cell Area: 727 sq um
# port buffers: 11
Area leader share: 0.482
final hold vios: 0
Yosys warning count: 1
[cells in the mapped netlist (all sizes together)]
master  instances
nand4           1
dfrtp          14
xnor2           5
nand3           3
inv             5
and3            2
xor2            1
nor2            2
nand2           1
mux2            3
ha              2
o21bai          2
dfstp           1
conb            2
and4            1
a31oi           4
o21ai           1
and2            2
mux2i           1
buf            10
[state kept, by name (all words and copies together), names as in the netlist]
name	count
clk_out	1
col_counter	5
row_counter	5
addr	3
oe	1
[cell families after synthesis]
family,share of synthesized area
flops,0.518
buf+inv,0.139
simple gates,0.0981
compound gates,0.0619
xor+xnor,0.0723
mux,0.0654
fa+ha+maj,0.0344
other cells,0.0103
[area by class of cell]
class,instances,area [sq um]
Multi-Input combinational cell,37,264
Clock inverter,1,5.00
Clock buffer,3,41.3
Sequential cell,15,377
Tap cell,48,60.1
Timing Repair Buffer,11,110
Inverter,5,18.8
Fill cell,394,2760
[layout by cell type (no fill, tap or decap), types with 2 or more instances in the layout]
cell type        Yosys  final
conb_1               2      6
ha_1                 2      2
nand3_1              3      3
clkbuf_8             0      3
dfrtp_1             14     14
a31oi_1              4      4
and3_1               2      2
o21bai_1             2      2
mux2_2               2      2
inv_1                5      5
xnor2_1              5      5
nor2_1               2      2
clkdlybuf4s50_1      0     11
[final timing paths]
check                                      startpoint                  endpoint  slack [ps]  cells past startpoint
setup / recovery           row_counter[0]$_DFFE_PP0P_                        b0         680                      2
hold / removal                    clk_out$_DFFE_PP0N_       clk_out$_DFFE_PP0N_         470                      1
setup reg to reg             col_counter[2]$_DFF_PP0_       addr[1]$_DFFE_PP0P_        1190                      3
hold reg to reg                   clk_out$_DFFE_PP0N_       clk_out$_DFFE_PP0N_         470                      1
max in group asynchronous                         rst  col_counter[2]$_DFF_PP0_        1530                      2
min in group asynchronous                         rst       clk_out$_DFFE_PP0N_         600                      2
[power groups by stage]
stage	Sequential (uW)	Combinational, uW	Clock (uW)
global route	243	8.17	213
finish	243	6.42	190
CTS	243	7.40	198
[routing by layer]
| metal | global-route usage | routed length (um) | up-vias | part of all wire |
|---|---|---|---|---|
| met3 | 0.0212 | 131 | 2 | 0.11 |
| met5 | 0 | 0 | - | 0 |
| met1 | 0.0453 | 490 | 210 | 0.43 |
| li1 | - | - | 213 | - |
| met2 | 0.0597 | 520 | 11 | 0.45 |
| met4 | 0.00346 | 6 | 0 | 0.0052 |
[metrics by stage]
| step | std cells | utilization |
|---|---|---|
| floorplan | 67 | - |
| global placement | 116 | 0.228 |
| detailed placement | 116 | 0.228 |
| CTS | 120 | 0.241 |
| global route | 120 | 0.241 |
| finish | 120 | 0.241 |
Power figures rest on the tool's default switching activity, not on a simulated workload.
