**config.mk**
```make
export PLATFORM = sky130hd
export DESIGN_NAME = matrix
export DESIGN_NICKNAME = matrix
export VERILOG_FILES = /design/flow/design.v
export SDC_FILE = /design/flow/constraint.sdc
export NUM_CORES = 4
export LEC_CHECK = 1
export CORE_AREA = 10 10 110 110
export DIE_AREA = 0 0 120 120
```
**constraint.sdc**
```tcl
current_design matrix

set clk_period 3.5
set clk_io_pct 0.2

create_clock -name clk0 -period $clk_period [get_ports {clk}]

set non_clock_inputs [all_inputs -no_clocks]
set_input_delay [expr $clk_period * $clk_io_pct] -clock clk0 $non_clock_inputs
set_output_delay [expr $clk_period * $clk_io_pct] -clock clk0 [all_outputs]
```
**design.v**
```verilog
module matrix
(
	input	wire			rst_n,
	input	wire			clk,
	output	reg				r0,
	output	reg				g0,
	output	reg				b0,
	output	reg				r1,
	output	reg				g1,
	output	reg				b1,
	output	reg		[3:0]	a,
	output	reg				blank,
	output	reg				sclk,
	output	reg				latch
);
localparam WAIT = 0,
		   BLANK = 1,
		   LATCH = 2,
		   UNBLANK = 3,
		   READ = 4,
		   SHIFT1 = 5,
		   SHIFT2 = 6;
reg [2:0] state = 0;
reg [10:0] timer = 0;
reg [3:0] delay;
reg [3:0] rd_row=0;
reg [1:0] rd_bit=0;
reg [5:0] rd_col=0;
wire [9:0] rd_addr;
wire [23:0] rd_data;
wire [3:0] rd_r1, rd_g1, rd_b1, rd_r0, rd_g0, rd_b0;
wire rd_r1_bit, rd_g1_bit, rd_b1_bit, rd_r0_bit, rd_g0_bit, rd_b0_bit;
assign rd_r1 = 4'ha;  
assign rd_g1 = 4'h5; 
assign rd_b1 = 4'ha; 
assign rd_r0 = 4'h5; 
assign rd_g0 = 4'ha; 
assign rd_b0 = 4'h5; 
assign rd_r1_bit = rd_r1[rd_bit];
assign rd_g1_bit = rd_g1[rd_bit];
assign rd_b1_bit = rd_b1[rd_bit];
assign rd_r0_bit = rd_r0[rd_bit];
assign rd_g0_bit = rd_g0[rd_bit];
assign rd_b0_bit = rd_b0[rd_bit];
always @ (posedge clk or negedge rst_n)
begin
	if (!rst_n)
	begin
		r0 <= 0;
		g0 <= 0;
		b0 <= 0;
		r1 <= 0;
		g1 <= 0;
		b1 <= 0;
		a <= 0;
		blank <= 1;
		sclk <= 0;
		latch <= 0;
		state <= READ;
		timer <= 0;
		delay <= 0;
		rd_row <= 0;
		rd_bit <= 0;
		rd_col <= 0;
	end
	else
	begin
		r0 <= rd_r0_bit;
		g0 <= rd_g0_bit;
		b0 <= rd_b0_bit;
		r1 <= rd_r1_bit;
		g1 <= rd_g1_bit;
		b1 <= rd_b1_bit;
		if (timer == 0)
		begin
			case (rd_bit)
				0: timer <= 191;
				1: timer <= 383;
				2: timer <= 767;
				3: timer <= 1535;
			endcase
		end
		else
		begin
			timer <= timer - 1;
		end
		case (state)
			WAIT: begin
				sclk <= 0;
				if (timer == 0)
				begin
					blank <= 1;
					delay <= 8;
					state <= BLANK;
				end
			end
			BLANK: begin
				if (delay == 0)
				begin
					latch <= 1;
					delay <= 8;
					state <= LATCH;
					a <= rd_row;
				end
				else
				begin
					delay <= delay - 1;
				end
			end
			LATCH: begin
				if (delay == 0)
				begin
					blank <= 0;
					latch <= 0;
					state <= UNBLANK;
				end
				else
				begin
					delay <= delay - 1;
				end
			end
			UNBLANK: begin
				if (rd_bit == 3)
				begin
					rd_bit <= 0;
					if (rd_row == 15)
					begin
						rd_row <= 0;
					end
					else
					begin
						rd_row <= rd_row + 1;
					end
				end
				else
				begin
					rd_bit <= rd_bit + 1;
				end
				rd_col <= 0;
				state <= READ;
			end
			READ: begin
				state <= SHIFT1;
				sclk <= 0;
			end
			SHIFT1: begin
				r0 <= rd_r0_bit;
				g0 <= rd_g0_bit;
				b0 <= rd_b0_bit;
				r1 <= rd_r1_bit;
				g1 <= rd_g1_bit;
				b1 <= rd_b1_bit;
				state <= SHIFT2;
			end
			SHIFT2: begin
				sclk <= 1;
				if (rd_col == 63)
				begin
					rd_col <= 0;
					state <= WAIT;
				end
				else
				begin
					rd_col <= rd_col + 1;
					state <= READ;
				end
			end
		endcase
	end
end
endmodule
```
**run.sh**
```bash
#!/bin/bash
# OpenROAD 26Q1-2900-gdf79404cd8, Yosys 0.63+post, stock flow scripts
make -C /OpenROAD-flow-scripts/flow DESIGN_CONFIG=/design/flow/config.mk WORK_HOME=/design/flow/orfs finish
```
==> results_dict.tcl <==
# implementation run metrics
set metrics [dict create \
    largest_area_cell "dfrtp_1" \
    cts_made_buffers 5 \
    ant_nets 0 \
    synth_area_um2 2091 \
    grt_max_degree 21 \
    yosysChipArea_um2 2091 \
    cts_tree "yes" \
    grt_setup_unrepaired "no" \
    place_area_um2 2341 \
    cts_resized 0 \
    critPathBufInv 1 \
    route.detailed.drc 0 \
    antenna_found_initial 0 \
    syn2layout_area_growth_pct 15.86 \
    viasPerCell 4.237 \
    num_vias 1500 \
    drive_gt1_frac 0.1086 \
    drt-initial-drc-count 134 \
    gp_congestion 0.8017 \
    dpl.hpwl_mm 2.820 \
    maxCapViolCount 0 \
    drt-total-wl_mm 3.930 \
    finalSetupViolCount 0 \
    grt_usage 0.05714 \
    fmax_ghz 0.4951 \
    yosys_most_used_dff "dfrtp_1" \
    reg2reg_slack_ns 1.53 \
    io_pins 15 \
    skew_ns 0.009190 \
    hold_ws_ns 0.3454 \
    numPortBuffers 14 \
    ys_types 42 \
    dp_slack_ns 1.576 \
    warnings 33 \
    max_stage_delay_ns 0.54 \
    initCoreUtil 0.2139 \
    cp.arrival_ns 1.32 \
    row_count 36 \
    worstMarginPinSlew_ns 0.5122 \
    synth_seq_share 0.4680 \
    slew_headroom 0.6557 \
    clk_pin_slew_ns 0.08 \
    die_height_um 120 \
    firstDrtPassIters 4 \
    worstSetupStartpoint "blank" \
    top_area_frac 0.4428 \
    grt_pass1_wl_mm 7.058 \
    report.final.slew_viol_count 0 \
    setup_slack_ns 1.480 \
    fin_crit_ns 2.020 \
    cts-root-buf "clkbuf_8" \
    clock_latency_ns 0.30 \
    fin_setup_tns_ns 0 \
    clock_path_buffers 2 \
    ff2ff_path_depth 4 \
    r2r-end "state[0]" \
    dieWidth_um 120 \
    syn_inst 209 \
    ir_worst_vdd_v 0.0001679 \
    hold_class "in -> async" \
    powerDensity_nw_per_um2 311.8 \
    ys_seq_elements 39 \
    num_antenna_cells 0 \
    finalHoldViolations 0 \
    r2r_start "timer[2]" \
    cts_setup_buffers 0 \
    first_global_vias 1490 \
    cts_sinks 39 \
    synth.avg_cell_area_um2 10.00 \
    dieArea_um2 14400 \
    cp.required_ns 2.80 \
    synth.area.top_cells "dfrtp_1, ha_1, mux2_2, o21ai_0, nand2_1" \
    cts-htree-levels 2 \
    leakage_uw 0.001036 \
    cts_hold_buf 0 \
    path_cells "clkdlybuf4s50_1" \
    edf_count 0 \
    synth_stat.cells 209 \
    outcome "finished clean" \
    crit_path_max_fanout 2 \
    critPathLaunchType "flip-flop" \
    coreArea_um2 9774 \
    yosysWarnings 1 \
    grt.overflow.total 0 \
    wire_per_inst_um 11.10 \
    async_flop_share 1.000 \
    cp-end-kind "output port" \
    cp_slowest_cell "dfstp_2" \
    design_area_um2 2422 \
    crit_family "flip-flops" \
    post-route-period-util 0.5771 \
    timing.setup.critical_path_class "reg -> out" \
]
## synthesized netlist by cell type, drive strengths merged, types with 4 or more instances
cell type,number
dfrtp,37
nand2,18
o21ai,14
ha,13
nor2,13
a21oi,12
inv,10
mux2,8
nand3,8
buf,6
nor3,6
a21o,5
clkbuf,5
nor2b,5
nand4,4
xor2,4
## how the worst max path moves through the flow
| stage | end | slack [ns] | cells after the start |
|---|---|---|---|
| 4_1_cts | blank | 1.46 | 1 |
| 6_report | blank | 1.48 | 1 |
| 5_1_grt | blank | 1.29 | 3 |
## cells by family (layout without fill, tap and decap cells)
| logic type | after synthesis | in the layout | synth area share |
|---|---|---|---|
| flops | 39 | 39 | 0.4680 |
| xor+xnor | 7 | 7 | 0.02932 |
| compound gates | 50 | 50 | 0.1520 |
| simple gates | 69 | 69 | 0.1723 |
| mux | 10 | 10 | 0.05446 |
| fa+ha+maj | 13 | 13 | 0.07780 |
| buf+inv | 21 | 33 | 0.04608 |
## metal layers
metal  global-route usage  vias to the layer above  part of all wire
met5                    0                        -                 0
met4             0.007541                        0             0.017
met3              0.01999                        6             0.056
met2              0.08287                       25              0.42
met1              0.08288                      710              0.51
li1                     -                      759                 -
## sequential cells by signal, summed over array words and instances, names as in the netlist
| signal | cells |
|---|---|
| b0 | 1 |
| timer | 11 |
| a | 4 |
| blank | 1 |
| rd_bit | 2 |
| rd_row | 4 |
| latch | 1 |
| state | 3 |
| sclk | 1 |
| r1 | 1 |
| rd_col | 6 |
| delay | 4 |
## final cells by class
cell class	count	area, µm²
Timing Repair Buffer	15	142.6
Sequential cell	39	978.4
Tap cell	133	166.4
Inverter	10	37.54
Multi-Input combinational cell	149	1016
Clock inverter	1	5.005
Fill cell	1033	7352
Clock buffer	7	76.32
## where the power goes
| part | internal (µW) | leakage, µW | switching (µW) |
|---|---|---|---|
| Combinational | 1.12 | 0.000489 | 8.64 |
| Clock | 140 | 0.0000422 | 155 |
| Sequential | 450 | 0.000506 | 0 |
## metrics by stage
stage	cells	util	power [µW]
final	354	0.2478	755.3
after global routing	354	0.2478	788.0
after CTS	354	0.2478	766.7
after detailed placement	346	0.2395	470.2
after global placement	346	0.2395	470.0
after floorplan	209	-	459.3
## placed cells by master, fill, tap and decap left out, types with 2 or more instances in the layout
cell type | Yosys | routed
nor3b_1 | 2 | 2
clkdlybuf4s50_1 | 0 | 13
a21o_1 | 5 | 5
nor2b_1 | 5 | 5
nor4_2 | 2 | 2
mux2i_1 | 2 | 2
nand2_1 | 18 | 18
xor2_1 | 4 | 4
o21bai_1 | 2 | 2
ha_1 | 13 | 13
xnor2_1 | 3 | 3
or2_2 | 3 | 3
or3_1 | 2 | 2
nor3_1 | 6 | 6
o31ai_1 | 3 | 3
and3_1 | 2 | 2
dfstp_2 | 2 | 2
o21ai_0 | 14 | 14
mux2_2 | 7 | 7
a21oi_1 | 12 | 12
nor2_1 | 13 | 13
nand4_1 | 4 | 4
dfrtp_1 | 37 | 37
a31oi_1 | 2 | 2
inv_1 | 10 | 10
a22o_1 | 2 | 2
o2bb2ai_1 | 3 | 3
clkbuf_8 | 0 | 5
nand3_1 | 8 | 8
clkbuf_1 | 5 | 2
Power figures rest on the tool's default switching activity, not on a simulated workload.
